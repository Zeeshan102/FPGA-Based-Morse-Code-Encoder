### config.mk
export PLATFORM = sky130hd
export DESIGN_NAME = morse_code_encoder
export DESIGN_NICKNAME = morse_code_encoder
export VERILOG_FILES = /design/flow/design.v
export SDC_FILE = /design/flow/constraint.sdc
export NUM_CORES = 4
export LEC_CHECK = 1
export CORE_UTILIZATION = 30
### constraint.sdc
current_design morse_code_encoder

set clk_period 6.2
set clk_io_pct 0.2

create_clock -name clk0 -period $clk_period [get_ports {clk}]

set non_clock_inputs [all_inputs -no_clocks]
set_input_delay [expr $clk_period * $clk_io_pct] -clock clk0 $non_clock_inputs
set_output_delay [expr $clk_period * $clk_io_pct] -clock clk0 [all_outputs]
### design.v
module morse_code_encoder (
    input clk,                   
    input rst,                   
    input start_single,          
    input start_sequence,        
    input [3:0] digit_in,        
    input mode_select,           
    output reg led               
);
    parameter CLK_FREQ = 100_000_000;
    parameter DOT_DURATION = CLK_FREQ * 1;           
    parameter DASH_DURATION = CLK_FREQ * 3;          
    parameter GAP_DURATION = CLK_FREQ / 2;           
    parameter DIGIT_GAP_DURATION = CLK_FREQ * 10;    
    typedef enum reg [3:0] {
        IDLE,
        STORE,
        LOAD,
        SEND,
        GAP,
        DIGIT_GAP,
        NEXT_DIGIT,
        DONE
    } state_t;
    state_t current_state, next_state;
    reg [3:0] digit_buffer[0:5];
    reg [2:0] digit_count;
    reg [2:0] digit_index;
    reg [4:0] morse_pattern;
    reg [2:0] morse_length;
    reg [2:0] bit_index;
    reg [31:0] timer;
    reg [3:0] current_digit;
    reg prev_start_single, prev_start_sequence;
    wire single_edge = start_single && ~prev_start_single;
    wire sequence_edge = start_sequence && ~prev_start_sequence;
    always @(posedge clk) begin
        prev_start_single <= start_single;
        prev_start_sequence <= start_sequence;
    end
    always @(posedge clk or posedge rst) begin
        if (rst) current_state <= IDLE;
        else     current_state <= next_state;
    end
    always @(*) begin
        case (current_state)
            IDLE:
                next_state = (mode_select == 1) ? 
                             (sequence_edge ? LOAD : (single_edge ? STORE : IDLE)) :
                             (single_edge ? LOAD : IDLE);
            STORE:      next_state = IDLE;
            LOAD:       next_state = SEND;
            SEND:       next_state = (timer == 0) ? GAP : SEND;
            GAP: begin
                if (timer == 0) begin
                    if (bit_index == morse_length - 1)
                        next_state = (digit_index < digit_count - 1) ? DIGIT_GAP : DONE;
                    else
                        next_state = SEND;
                end else
                    next_state = GAP;
            end
            DIGIT_GAP:  next_state = (timer == 0) ? NEXT_DIGIT : DIGIT_GAP;
            NEXT_DIGIT: next_state = LOAD;
            DONE:       next_state = IDLE;
            default:    next_state = IDLE;
        endcase
    end
    integer i;
    always @(posedge clk or posedge rst) begin
        if (rst) begin
            led <= 0;
            digit_count <= 0;
            digit_index <= 0;
            bit_index <= 0;
            timer <= 0;
            current_digit <= 0;
            for (i = 0; i < 6; i = i + 1)
                digit_buffer[i] <= 0;
        end else begin
            case (current_state)
                IDLE: begin
                    led <= 0;
                end
                STORE: begin
                    if (digit_count < 6) begin
                        digit_buffer[digit_count] <= digit_in;
                        digit_count <= digit_count + 1;
                    end
                end
                LOAD: begin
                    current_digit <= (mode_select) ? digit_buffer[digit_index] : digit_in;
                    case ((mode_select) ? digit_buffer[digit_index] : digit_in)
                        4'd0: begin morse_pattern <= 5'b11111; morse_length <= 5; end
                        4'd1: begin morse_pattern <= 5'b01111; morse_length <= 5; end
                        4'd2: begin morse_pattern <= 5'b00111; morse_length <= 5; end
                        4'd3: begin morse_pattern <= 5'b00011; morse_length <= 5; end
                        4'd4: begin morse_pattern <= 5'b00001; morse_length <= 5; end
                        4'd5: begin morse_pattern <= 5'b00000; morse_length <= 5; end
                        4'd6: begin morse_pattern <= 5'b10000; morse_length <= 5; end
                        4'd7: begin morse_pattern <= 5'b11000; morse_length <= 5; end
                        4'd8: begin morse_pattern <= 5'b11100; morse_length <= 5; end
                        4'd9: begin morse_pattern <= 5'b11110; morse_length <= 5; end
                        default: begin morse_pattern <= 5'b00000; morse_length <= 0; end
                    endcase
                    bit_index <= 0;
                    timer <= (morse_pattern[4] == 1) ? DASH_DURATION : DOT_DURATION;
                    led <= 1;
                end
                SEND: begin
                    if (timer > 0) timer <= timer - 1;
                    else begin
                        led <= 0;
                        timer <= GAP_DURATION;
                    end
                end
                GAP: begin
                    if (timer > 0) timer <= timer - 1;
                    else begin
                        bit_index <= bit_index + 1;
                        if (bit_index < morse_length - 1) begin
                            timer <= (morse_pattern[4 - (bit_index + 1)] == 1) ? DASH_DURATION : DOT_DURATION;
                            led <= 1;
                        end
                    end
                end
                DIGIT_GAP: begin
                    led <= 0;
                    if (timer == 0) timer <= DIGIT_GAP_DURATION;
                    else timer <= timer - 1;
                end
                NEXT_DIGIT: begin
                    digit_index <= digit_index + 1;
                end
                DONE: begin
                    led <= 0;
                    digit_index <= 0;
                    digit_count <= 0;
                end
            endcase
        end
    end
endmodule
### run.sh
#!/bin/bash
# OpenROAD 26Q1-2900-gdf79404cd8, Yosys 0.63+post, stock flow scripts
make -C /OpenROAD-flow-scripts/flow DESIGN_CONFIG=/design/flow/config.mk WORK_HOME=/design/flow/orfs finish
==> reports/qor.yml <==
clk_latency_ps: 340
numCtsBuffers: 9
ys_seq_frac: 0.4491
ys_warn_count: 2
dr_total_vias: 3709
grt_max_degree: 51
crit_type: "flop to flop"
clockBufferDepth: 2
htree_levels: 3
hold_viol_final: 0
hpwl_um: 7383
most-common-layout-cells: "dfrtp_1 (73), nand2_1 (47), nor2_1 (41)"
placed_area_um2: 4890
syn_avg_cell_area_um2: 9.639
xor_area_frac: 0.01328
outcome: "completed"
worstMarginPinSlew_ps: 783.3
post_cts.repair.setup_buffers: 0
holdCritPathClass: "flop to flop"
powerDensity_nw_per_um2: 309.3
drc_errors: 0
end_kind: "flop"
cp-start-kind: "flop"
nFillCells: 1455
clock_skew_ps: 5.597
die_h_um: 126.1
post-route-period-util: 0.5101
boundaryPins: 10
ant_nets: 0
fin_tns_setup_ps: 0
yosys-stat-cells: 479
logic_area_um2: 2395
synth_cell_type_count: 71
die-area_um2: 15890
cts_hold_buf: 0
max_slew_margin: 0.4778
ys_seq_elements: 82
grt_pass1_wl_um: 18240
clock-root-buffer: "clkbuf_16"
setup_slack_ps: 3037
adder_share: 0.05149
edf_count: 6
clock_sinks: 82
irDropWorstVdd_v: 0.0001483
areaGrowthSynthToFinish_pct: 12.38
drive_above_1_share: 0.1163
drt_wl_total_um: 10470
place.gp.congestion: 0.9372
tool_warnings: 34
setup_violations: 0
cap_viol_max_count: 0
yosys_most_used_dff: "dfrtp_1"
cts_tree: "built"
fp_util: 0.3129
p_leak_nw: 2.099
timing.hold.ws_ps: 484.2
ys_sh_simple: 0.1786
ctsResizeCount: 0
syn_inst: 479
grt_pass1_vias: 3598
clk_pin_slew_ps: 60
overflow: 0
dieWidth_um: 126.1
drt-initial-drc-count: 313
crit_required_ps: 6480
synth.logic.top_family: "AND-OR/OR-AND gates"
power_mw: 1.605
critPathMaxFanout: 19
synth.area.mux_share: 0.06721
drv_slew: 0
rows: 44
n_antenna_cell: 0
post-place-ws_ps: 3068
track_usage: 0.1431
first_pass_iters: 6
core-area_um2: 14750
synth-area-yosys_um2: 4617
max_clock_freq_mhz: 316.2
wire_per_inst_um: 15.54
yosys.area_share.aoi: 0.2070
stdcell_area_um2: 5189
lay_top_count: "dfrtp_1"
via_per_inst: 5.503
flop_area_um2: 2073
arrival_ps: 3440
port_buffers: 9
final.min_clock_period_ps: 3163
synth_area_um2: 4617
rsz0062_at_grt: "false"
async_flop_share: 0.9024
grt_antenna_before_repair: 0
## metrics by stage
| step | util | cells |
|---|---|---|
| floorplan | - | 479 |
| global placement | 0.3314 | 658 |
| detailed placement | 0.3314 | 658 |
| CTS | 0.3517 | 674 |
| global route | 0.3517 | 674 |
| finish | 0.3517 | 674 |
## sequential cells by signal, summed over array words and instances, names as in the netlist, named ones only
name and count:
timer 32, digit_buffer 24, current_state 7, morse_pattern 5
bit_index 3, digit_count 3, digit_index 3, led 1
morse_length 1, prev_start_sequence 1, prev_start_single 1
## worst max-delay path, cell delays in order (launching register included)
cell and delay (ps):
dfrtp_1 420, inv_1 100, ha_1 140, or4b_1 450
or4_4 590, nor4_4 380, or2_1 630, o21ba_1 230
o221a_2 170
## final cells by class
class,instances,share of cell area
multi-input combinational,361,0.4615
sequential,82,0.3996
clock buffer,10,0.04823
tap,184,0.04437
timing repair buffer,14,0.02460
inverter,17,0.01230
clock inverter,6,0.009404
## cell families (layout without fill, tap and decap cells)
kind of cell,Yosys count,count (layout)
simple gates,167,167
compound gates,140,140
flops,82,82
buf+inv,36,47
mux,28,28
fa+ha+maj,19,19
xor+xnor,7,7
## Yosys cell counts (6+ instances only)
| library cell | number | area (um2) |
|---|---|---|
| dfrtp_1 | 73 | 1827 |
| nand2_1 | 47 | 176.4 |
| nor2_1 | 41 | 153.9 |
| o21ai_0 | 37 | 185.2 |
| a21oi_1 | 29 | 145.1 |
| mux2_2 | 24 | 270.3 |
| ha_1 | 19 | 237.7 |
| inv_1 | 17 | 63.81 |
| nand3_1 | 16 | 80.08 |
| nor3_1 | 16 | 80.08 |
| clkbuf_1 | 11 | 41.29 |
| or3_1 | 11 | 68.82 |
| buf_2 | 6 | 30.03 |
| edfxtp_1 | 6 | 180.2 |
| nor2b_1 | 6 | 37.54 |
| nor4_1 | 6 | 37.54 |
| or4_1 | 6 | 45.04 |
## power by group
part	internal (mW)	switching (mW)	total, mW	leakage (nW)
Clock	0.299	0.224	0.523	0.148
Sequential	0.619	0.0909	0.710	0.995
Combinational	0.151	0.221	0.372	0.956
Total	1.07	0.536	1.61	2.10
## worst paths after layout
path,startpoint,end,slack [ps],cells after the start
min in group asynchronous,rst,digit_buffer[3][3],1300,2
min reg2reg,timer[31],timer[31],480,1
min,timer[31],timer[31],480,1
max in group asynchronous,rst,timer[22],3850,3
max,timer[0],timer[27],3040,8
max reg2reg,timer[0],timer[27],3040,8
## layer usage
| layer | track usage | wire [um] | part of all wire | vias to the layer above |
|---|---|---|---|---|
| li1 | - | - | - | 1798 |
| met1 | 0.2102 | 4870 | 0.47 | 1787 |
| met2 | 0.2249 | 4817 | 0.46 | 108 |
| met3 | 0.03333 | 646 | 0.062 | 16 |
| met4 | 0.02055 | 140 | 0.013 | 0 |
| met5 | 0 | 0 | 0 | - |
Power is estimated from default activity; no workload was simulated.
